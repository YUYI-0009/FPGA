--- design/flow/config.mk ---
export PLATFORM = sky130hd
export DESIGN_NAME = i2c
export DESIGN_NICKNAME = i2c
export VERILOG_FILES = /design/flow/design.v
export SDC_FILE = /design/flow/constraint.sdc
export NUM_CORES = 4
export LEC_CHECK = 1
export CORE_UTILIZATION = 50
--- design/flow/constraint.sdc ---
current_design i2c

set clk_period 3.2
set clk_io_pct 0.2

create_clock -name clk0 -period $clk_period [get_ports {clk}]

set non_clock_inputs [all_inputs -no_clocks]
set_input_delay [expr $clk_period * $clk_io_pct] -clock clk0 $non_clock_inputs
set_output_delay [expr $clk_period * $clk_io_pct] -clock clk0 [all_outputs]
--- design/flow/design.v ---
`timescale 1ns / 1ps
module i2c(
	input 					 clk,								 
	input 					 rstn,							 
	input 					 write_op,					 
	input      [7:0] write_data,				 
	input 					 read_op,						 
	output reg [7:0] read_data,					 
	input      [7:0] addr,							 
	output 					 op_done,						 
	output reg 			 scl,								 
	inout 					 sda								 
);
parameter IDLE 				=	8'h00,	 
			  	WAIT_WTICK0	=	8'h01,
				  WAIT_WTICK1	=	8'h02,
				  W_START			=	8'h03,	 
				  W_DEVICE7		=	8'h04,	 
				  W_DEVICE6		=	8'h05,
				  W_DEVICE5		=	8'h06,
				  W_DEVICE4		=	8'h07,
				  W_DEVICE3		=	8'h08,
				  W_DEVICE2		=	8'h09,
				  W_DEVICE1		=	8'h0a,
				  W_DEVICE0		=	8'h0b,
				  W_DEVACK		=	8'h0c,	 
				  W_ADDRES7		=	8'h0d,	 
				  W_ADDRES6		=	8'h0e,
				  W_ADDRES5		=	8'h0f,
				  W_ADDRES4		=	8'h10,
				  W_ADDRES3		=	8'h11,
				  W_ADDRES2		=	8'h12,
				  W_ADDRES1		=	8'h13,
				  W_ADDRES0		=	8'h14,
				  W_AACK			=	8'h15,	 
				  W_DATA7			=	8'h16,	 
				  W_DATA6			=	8'h17,
				  W_DATA5			=	8'h18,
				  W_DATA4			=	8'h19,
				  W_DATA3			=	8'h1a,
				  W_DATA2			=	8'h1b,
				  W_DATA1			=	8'h1c,
				  W_DATA0			=	8'h1d,
				  W_DACK			=	8'h1e,	 
				  WAIT_WTICK3	=	8'h1f,
				  R_START			=	8'h20,
				  R_DEVICE7		=	8'h21,	 
				  R_DEVICE6		=	8'h22,
				  R_DEVICE5		=	8'h23,
				  R_DEVICE4		=	8'h24,
				  R_DEVICE3		=	8'h25,
				  R_DEVICE2		=	8'h26,
				  R_DEVICE1		=	8'h27,
				  R_DEVICE0		=	8'h28,
				  R_DACK			=	8'h29,
				  R_DATA7			=	8'h2a,
				  R_DATA6			=	8'h2b,
				  R_DATA5			=	8'h2c,
				  R_DATA4			=	8'h2d,
				  R_DATA3			=	8'h2e,
				  R_DATA2			=	8'h2f,
				  R_DATA1			=	8'h30,
				  R_DATA0			=	8'h31,
				  R_NOACK			=	8'h32,
				  S_STOP			=	8'h33,
				  S_STOP0			=	8'h34,
				  S_STOP1			=	8'h35,
				  W_OPOVER		=	8'h36;
reg [7:0] i2c, next_i;					 
reg [7:0] div_cnt;							 
wire scl_tick;
always @(posedge clk or negedge rstn)
if(!rstn										) div_cnt <= 8'd0;	 
else if((i2c==IDLE)|scl_tick) div_cnt <= 8'd0;
else 													div_cnt <= div_cnt + 1'b1;
wire 		scl_ls 		=	(div_cnt == 8'd0);				 
wire 		scl_lc 		= (div_cnt == 8'd7);				 
wire 		scl_hs 		=	(div_cnt == 8'd15);				 
wire 		scl_hc 		= (div_cnt == 8'd22);				 
assign 	scl_tick 	= (div_cnt == 8'd29);				 
always @(posedge clk or negedge rstn)
if(!rstn) i2c <= 0;         	 
else 			i2c <= next_i;
reg wr_op, rd_op;					 
wire d5ms_over;
always @ (posedge clk or negedge rstn)
if(!rstn					) wr_op <= 0;
else if (i2c==IDLE) wr_op <= ~ write_op;
else if (d5ms_over) wr_op <= 1'b0;
always @(posedge clk or negedge rstn)
if(!rstn) rd_op <= 0;
else if (i2c==IDLE) rd_op <= ~ read_op;
else if (d5ms_over) rd_op <= 1'b0;
always@(*)
case (i2c)
	IDLE				: begin next_i = IDLE;if(wr_op|rd_op) next_i = WAIT_WTICK0;end		 
	WAIT_WTICK0	: begin next_i = WAIT_WTICK0;if(scl_tick) next_i=WAIT_WTICK1;end	 
	WAIT_WTICK1	: begin next_i = WAIT_WTICK1;if(scl_tick) next_i = W_START;end
	W_START			: begin next_i=W_START;if(scl_tick) next_i=W_DEVICE7;end
	W_DEVICE7		: begin next_i = W_DEVICE7;if(scl_tick) next_i=W_DEVICE6;end
	W_DEVICE6		: begin next_i = W_DEVICE6;if(scl_tick) next_i=W_DEVICE5;end
	W_DEVICE5		: begin next_i = W_DEVICE5;if(scl_tick) next_i=W_DEVICE4;end
	W_DEVICE4		: begin next_i = W_DEVICE4;if(scl_tick) next_i=W_DEVICE3;end
	W_DEVICE3		: begin next_i = W_DEVICE3;if(scl_tick) next_i=W_DEVICE2;end
	W_DEVICE2		: begin next_i = W_DEVICE2;if(scl_tick) next_i=W_DEVICE1;end
	W_DEVICE1		: begin next_i = W_DEVICE1;if(scl_tick) next_i=W_DEVICE0;end
	W_DEVICE0		: begin next_i = W_DEVICE0;if(scl_tick) next_i=W_DEVACK;end
	W_DEVACK		: begin next_i=W_DEVACK;if(scl_tick) next_i=W_ADDRES7;end
	W_ADDRES7 	: begin next_i = W_ADDRES7;if(scl_tick) next_i=W_ADDRES6;end
	W_ADDRES6 	: begin next_i = W_ADDRES6;if(scl_tick) next_i=W_ADDRES5;end
	W_ADDRES5 	: begin next_i = W_ADDRES5;if(scl_tick) next_i=W_ADDRES4;end
	W_ADDRES4 	: begin next_i = W_ADDRES4;if(scl_tick) next_i=W_ADDRES3;end
	W_ADDRES3 	: begin next_i = W_ADDRES3;if(scl_tick) next_i=W_ADDRES2;end
	W_ADDRES2 	: begin next_i = W_ADDRES2;if(scl_tick) next_i=W_ADDRES1;end
	W_ADDRES1 	: begin next_i = W_ADDRES1;if(scl_tick) next_i=W_ADDRES0;end
	W_ADDRES0 	: begin next_i = W_ADDRES0;if(scl_tick) next_i=W_AACK;end
	W_AACK			: begin next_i = W_AACK;
				 if(scl_tick&wr_op) next_i=W_DATA7;			 
				 else if(scl_tick&rd_op) next_i=WAIT_WTICK3;		 
		   end
	W_DATA7			: begin next_i = W_DATA7		;if(scl_tick)next_i=W_DATA6;end
	W_DATA6			: begin next_i = W_DATA6		;if(scl_tick)next_i=W_DATA5;end
	W_DATA5			: begin next_i = W_DATA5		;if(scl_tick)next_i=W_DATA4;end
	W_DATA4			: begin next_i = W_DATA4		;if(scl_tick)next_i=W_DATA3;end
	W_DATA3			: begin next_i = W_DATA3		;if(scl_tick)next_i=W_DATA2;end
	W_DATA2			: begin next_i = W_DATA2		;if(scl_tick)next_i=W_DATA1;end
	W_DATA1			: begin next_i = W_DATA1		;if(scl_tick)next_i=W_DATA0;end
	W_DATA0			: begin next_i = W_DATA0		;if(scl_tick)next_i=W_DACK;end
	W_DACK			: begin next_i=W_DACK; if(scl_tick) next_i=S_STOP;end
	WAIT_WTICK3:begin next_i=WAIT_WTICK3; if(scl_tick) next_i=R_START;end
	R_START:begin next_i=R_START; if(scl_tick)next_i=R_DEVICE7;end
	R_DEVICE7		: begin next_i = R_DEVICE7; if(scl_tick) next_i=R_DEVICE6;end
	R_DEVICE6		: begin next_i = R_DEVICE6; if(scl_tick) next_i=R_DEVICE5;end
	R_DEVICE5		: begin next_i = R_DEVICE5; if(scl_tick) next_i=R_DEVICE4;end
	R_DEVICE4		: begin next_i = R_DEVICE4; if(scl_tick) next_i=R_DEVICE3;end
	R_DEVICE3		: begin next_i = R_DEVICE3; if(scl_tick) next_i=R_DEVICE2;end
	R_DEVICE2		: begin next_i = R_DEVICE2; if(scl_tick) next_i=R_DEVICE1;end
	R_DEVICE1		: begin next_i = R_DEVICE1; if(scl_tick) next_i=R_DEVICE0;end
	R_DEVICE0		: begin next_i = R_DEVICE0; if(scl_tick) next_i=R_DACK;end
	R_DACK			: begin next_i = R_DACK;if(scl_tick) next_i=R_DATA7;end
	R_DATA7			: begin next_i = R_DATA7;if(scl_tick) next_i=R_DATA6;end
	R_DATA6			: begin next_i = R_DATA6;if(scl_tick) next_i=R_DATA5;end
	R_DATA5			: begin next_i = R_DATA5;if(scl_tick) next_i=R_DATA4;end
	R_DATA4			: begin next_i = R_DATA4;if(scl_tick) next_i=R_DATA3;end
	R_DATA3			: begin next_i = R_DATA3;if(scl_tick) next_i=R_DATA2;end
	R_DATA2			: begin next_i = R_DATA2;if(scl_tick) next_i=R_DATA1;end
	R_DATA1			: begin next_i = R_DATA1;if(scl_tick) next_i=R_DATA0;end
	R_DATA0			: begin next_i = R_DATA0;if(scl_tick) next_i=R_NOACK;end
	R_NOACK			: begin next_i = R_NOACK;if(scl_tick) next_i=S_STOP;end
	S_STOP			: begin next_i = S_STOP;if(scl_tick) next_i=S_STOP0;end
	S_STOP0			: begin next_i = S_STOP0;if(scl_tick) next_i=S_STOP1;end
	S_STOP1			: begin next_i = S_STOP1;if(scl_tick) next_i=W_OPOVER;end
	W_OPOVER		: begin next_i = W_OPOVER;if(d5ms_over)next_i=IDLE;end		 
	default			: begin next_i = IDLE;end
endcase
assign clr_scl = scl_ls									&
								(i2c	!=	IDLE)					&
								(i2c	!=	WAIT_WTICK0)	&					 
			   				(i2c 	!= 	WAIT_WTICK1)	&
			   				(i2c	!=	W_START)			&
			   				(i2c	!=	R_START)			&
			   				(i2c	!=	S_STOP0)			&
			   				(i2c	!=	S_STOP1)			&
			   				(i2c	!=	W_OPOVER)			;
always @(posedge clk or negedge rstn)
if(!rstn) 				scl <= 1'b1;									 
else if(clr_scl) 	scl <= 1'b0;								 
else if(scl_hs) 	scl <= 1'b1;								 
reg [7:0] i2c_reg;
assign start_clr 	= scl_lc 	&	((i2c == W_START)|(i2c == R_START));	 
assign ld_wdevice = scl_lc	&	(i2c == W_DEVICE7	);									 
assign ld_waddres = scl_lc	&	(i2c == W_ADDRES7	);									 
assign ld_wdata		= scl_lc	&	(i2c == W_DATA7		);									 
assign ld_rdevice = scl_lc	&	(i2c == R_DEVICE7	);									 
assign noack_set 	= scl_lc	&	(i2c == R_NOACK		);									 
assign stop_clr 	= scl_lc	&	(i2c == S_STOP		);
assign stop_set 	= scl_lc	&	((i2c == S_STOP0)|(i2c == WAIT_WTICK3));
assign i2c_rlf = scl_lc&(								 
				(i2c == W_DEVICE6	)|
				(i2c == W_DEVICE5	)|
				(i2c == W_DEVICE4	)|
				(i2c == W_DEVICE3	)|
				(i2c == W_DEVICE2	)|
				(i2c == W_DEVICE1	)|
				(i2c == W_DEVICE0	)|
				(i2c == W_ADDRES6	)|
				(i2c == W_ADDRES5	)|
				(i2c == W_ADDRES4	)|
				(i2c == W_ADDRES3	)|
				(i2c == W_ADDRES2	)|
				(i2c == W_ADDRES1	)|
				(i2c == W_ADDRES0	)|
				(i2c == W_DATA6		)|
				(i2c == W_DATA5		)|
				(i2c == W_DATA4		)|
				(i2c == W_DATA3		)|
				(i2c == W_DATA2		)|
				(i2c == W_DATA1		)|
				(i2c == W_DATA0		)|
				(i2c == R_DEVICE6	)|
				(i2c == R_DEVICE5	)|
				(i2c == R_DEVICE4	)|
				(i2c == R_DEVICE3	)|
				(i2c == R_DEVICE2	)|
				(i2c == R_DEVICE1	)|
				(i2c == R_DEVICE0	));
always@(posedge clk or negedge rstn)
if(!rstn					) i2c_reg <= 8'hff;								 
else if(start_clr	) i2c_reg <= 8'h00;								 
else if(ld_wdevice) i2c_reg <= {4'b1010,3'b000,1'b0};			 
else if(ld_waddres) i2c_reg <= addr;								 
else if(ld_wdata	) i2c_reg <= write_data;								 
else if(ld_rdevice) i2c_reg <= {4'b1010,3'b000,1'b1};			 
else if(noack_set	) i2c_reg <= 8'hff;								 
else if(stop_clr	) i2c_reg <= 8'h00;
else if(stop_set	) i2c_reg <= 8'hff;
else if(i2c_rlf		) i2c_reg <= {i2c_reg[6:0],1'b0};	 
assign sda_o = i2c_reg[7];								 
assign clr_sdaen = (i2c == IDLE)|						 
				   (
				   scl_lc&(
				   (i2c == W_DEVACK)|
				   (i2c == W_AACK)|
				   (i2c == W_DACK)|
				   (i2c == R_DACK)|
				   (i2c == R_DATA7)));
assign set_sdaen = scl_lc & (								 
				   (i2c == WAIT_WTICK0)|
				   (i2c == W_ADDRES7)|
				   (i2c == W_DATA7)|
				   (i2c == WAIT_WTICK3)|
				   (i2c == S_STOP)|
				   (i2c == R_NOACK));
reg sda_en;
always @(posedge clk or negedge rstn)
if(!rstn					) sda_en <= 0;
else if (clr_sdaen) sda_en <= 0;
else if (set_sdaen) sda_en <= 1'b1;
assign sda = sda_en ? sda_o : 1'bz;				 
assign sda_wr = scl_hc & (								 
				(i2c == R_DATA7)|
				(i2c == R_DATA6)|
				(i2c == R_DATA5)|
				(i2c == R_DATA4)|
				(i2c == R_DATA3)|
				(i2c == R_DATA2)|
				(i2c == R_DATA1)|
				(i2c == R_DATA0));
always@(posedge clk or negedge rstn)
if(!rstn			) read_data <= 0;
else if(sda_wr) read_data <= {read_data[6:0], sda};					 
assign op_done = d5ms_over;
reg [15:0] d5ms_cnt;
always @(posedge clk or negedge rstn)
if(!rstn) d5ms_cnt <= 0;
else if (i2c==W_OPOVER) d5ms_cnt <= d5ms_cnt + 1'b1;
else 										d5ms_cnt <= 0;
assign d5ms_over = (rd_op) ? (d5ms_cnt == 16'h1f) : (d5ms_cnt == 16'h75A8);
endmodule
--- design/flow/run.sh ---
#!/bin/bash
# OpenROAD 26Q1-2900-gdf79404cd8, Yosys 0.63+post, stock flow scripts
make -C /OpenROAD-flow-scripts/flow DESIGN_CONFIG=/design/flow/config.mk WORK_HOME=/design/flow/orfs finish
==> ci_impl_report.md <==
## Implementation flow summary

| Metric | Value |
|---|---|
| Post-DP Area | `around 3500 um^2` |
| Die Height | `roughly 82 um` |
| Top-level I/O count | `31` |
| Final weighted congestion in routability-driven placement | `0.889` |
| Yosys reg bits | `49` |
| Cells after Synth | `354` |
| Ys flop type | `dfrtp_1` |
| Proportion of synthesized flip-flops having asynchronous set or reset | `~100%` |
| Total cells reported by yosys after synthesis | `about 350` |
| Yosys warning tally | `16` |
| Horizontal extent of the die | `between 80 and 90 um` |
| Netlist cell types | `68` |
| Number of buffers added for setup after CTS | `0` |
| YS chip area | `approximately 3200 um^2` |
| Pre-Place Util | `about 53%` |
| HPWL after DPL | `approximately 5300 um` |
| Run status | `aborted with a tool error` |
| Port-buffer cells | `29` |
| Buffer levels on the longest clock path | `2` |
| Number of H-tree branching levels | `2` |
| Count of clock tree sinks | `roughly 50` |
| Stop stage | `4_1_cts` |
| Number of rows in the core area | `28` |
| Synthesized cell area | `about 3200 um^2` |
| Error that stopped the run | `[error] [KeplerFormal.cpp:679] Workflow failed: Iso has multiple drivers: .sda0, sda$_DFFE_PN1P_.Q0` |
| Clock Root Buffer | `clkbuf_8` |
| Sequential share of the synthesized area | `about two fifths` |
| CTS Buf Count | `5` |
| Count of library flops with an enable pin | `0` |
| Post-CTS Hold Buffers | `0` |
| Number of gates resized after cts | `0` |
| Post-synthesis average cell area | `around 9 um^2` |
[Yosys cell counts, drive strengths merged (3+ instances only)]
library cell  count  area share, %
a2111oi           3           0.82
a21o              5            1.2
a21oi            24            3.8
a221oi            6            1.6
and2              9            1.8
and3             10            2.0
and4              3           0.82
buf              16            2.9
clkbuf            8           0.94
dfrtp            40             31
dfstp             9            7.4
ha                5            2.0
inv               6           0.70
mux2              8            2.8
nand2            19            2.2
nand2b           11            2.2
nand3            19            3.0
nand3b            3           0.70
nand4             4           0.78
nor2             32            3.8
nor2b             6            1.2
nor3             12            1.9
nor3b             3           0.86
nor4              7            2.5
nor4b             3           0.82
nor4bb            3           0.94
o21ai            19            3.0
o31ai             6            1.4
or4               3           0.82
xnor2            11            3.0
xor2              9            2.5
[cells by family after synthesis]
kind of cell	Yosys count	share of synthesized area, %
mux	8	2.81
xor+xnor	20	5.47
flops	49	38.6
buf+inv	30	4.53
fa+ha+maj	5	1.95
simple gates	155	28.3
compound gates	87	18.2
[per-stage QoR]
stage	hold slack, ns	std cells	worst slack, ns	total power (W)	utilization (%)
3_5_place_dp	0.473	444	0.618	0.000676	58.3
3_3_place_gp	0.467	444	0.651	0.000676	58.3
2_1_floorplan	0.344	354	1.09	0.000639	-
Power figures rest on the tool's default switching activity, not on a simulated workload.
