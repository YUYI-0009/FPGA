$ cat flow/design.v
module au(
input wire [3:0] ac,
input wire au_en,
input wire [7:0] a,b,
output reg [7:0] t,
output reg gf);
always @(au_en or a or ac  or b) begin
gf=1'b0;
t=8'b00000000;
	if(au_en==1'b0)  t=8'hzz;
		else if(au_en==1'b1) begin
			if(ac==4'b1000) t=a+b;
			else if(ac==4'b1001) begin
				if(b[7]==a[7]) begin
				if(b>a) gf=1;
				else  gf=0;
				end
else if (b[7]==1&&a[7]==0) gf=0;
else if (b[7]==0&&a[7]==1) gf=1;
t=b-a;
  end
else if(ac==4'b0101||ac==4'b0100||ac==4'b1101) t=a;
else t=8'hzz;
	end
		end
endmodule
$ cat flow/run.sh
#!/bin/bash
# OpenROAD 26Q1-2900-gdf79404cd8, Yosys 0.63+post, stock flow scripts
make -C /OpenROAD-flow-scripts/flow DESIGN_CONFIG=/design/flow/config.mk WORK_HOME=/design/flow/orfs finish
$ cat flow/constraint.sdc
current_design au

set clk_period 6.8
set clk_io_pct 0.2

create_clock -name clk0 -period $clk_period

set non_clock_inputs [all_inputs -no_clocks]
set_input_delay [expr $clk_period * $clk_io_pct] -clock clk0 $non_clock_inputs
set_output_delay [expr $clk_period * $clk_io_pct] -clock clk0 [all_outputs]
$ cat flow/config.mk
export PLATFORM = sky130hd
export DESIGN_NAME = au
export DESIGN_NICKNAME = au
export VERILOG_FILES = /design/flow/design.v
export SDC_FILE = /design/flow/constraint.sdc
export NUM_CORES = 4
export LEC_CHECK = 1
export CORE_AREA = 10 10 83 83
export DIE_AREA = 0 0 93 93
==> impl_metrics.env <==
# yosys + openroad results
export IMPL_wirelength_mm=2.21
export IMPL_yosysWarnings=3
export IMPL_n_fill_cell=597
export IMPL_irDropWorstVdd_mv=0.0180
export IMPL_synthAoiAreaFrac=0.316
export IMPL_warnings=40
export IMPL_grt_max_degree=18
export IMPL_ys_seq_frac=0
export IMPL_vias=798
export IMPL_comb_area_um2=703
export IMPL_yosysTopAreaCell="ha_1"
export IMPL_final_util=0.223
export IMPL_clock_buffers=0
export IMPL_area_leaders="ha_1, a21oi_1, inv_1"
export IMPL_syn_inst=115
export IMPL_ys_sh_adder=0.304
export IMPL_fmax_ghz=0.192
export IMPL_period_used=0.767
export IMPL_fin_area_mm2=0.00115
export IMPL_tns_ns=0
export IMPL_most_common_cell="ha_1"
export IMPL_swShare=0.457
export IMPL_core_mm2=0.00514
export IMPL_grt_overflow=0
export IMPL_critPathSlowestCell="clkdlybuf4s50_1"
export IMPL_worst_pin_slew_ns=0.555
export IMPL_rsz0062_at_grt="false"
export IMPL_die_x_um=93
export IMPL_common_cells="ha_1, inv_1, a21oi_1"
export IMPL_internal_power_w=0.0000414
export IMPL_mux_share=0.0142
export IMPL_cap_violations=0
export IMPL_crit_arrival_ns=3.85
export IMPL_simple_gate_area_frac=0.188
export IMPL_gp_congestion=0.822
export IMPL_wl_per_cell_um=10.5
export IMPL_end_kind="primary output"
export IMPL_insertedDiodeCount=0
export IMPL_crit_cells=11
export IMPL_seq_power_share=0
export IMPL_slew_headroom=0.629
export IMPL_port_buffers=30
export IMPL_hold_ws_ns=3.68
export IMPL_top_area_frac=0.253
export IMPL_critPathLaunchType="primary input"
export IMPL_required_ns=5.44
export IMPL_leakage_nw=0.478
export IMPL_grt_pass1_wl_mm=3.77
export IMPL_min_path_type="in2out"
export IMPL_hold_buffers=0
export IMPL_hpwlAfterDp_mm=1.92
export IMPL_crit_chain="clkdlybuf4s50_1, ha_1, inv_1, fa_1, or2_1, a21oi_1, o31ai_1, a21oi_1, xnor2_1, o21ai_1, clkdlybuf4s50_1"
export IMPL_fp_util=0.154
export IMPL_seq_cell_count=0
export IMPL_slowest_delay_ns=0.51
export IMPL_yosys_cells=115
export IMPL_cts_resized=0
export IMPL_pwr_share_clk=0
export IMPL_rows=26
export IMPL_crit_type="in2out"
export IMPL_flop_area_um2=0
export IMPL_finalWorstPathRequiredPeriod_ns=5.21
export IMPL_ant_nets=0
export IMPL_hold_path_cell_count=4
export IMPL_post_dp_cell_area_mm2=0.00115
export IMPL_logic_family="AND-OR/OR-AND gates"
export IMPL_critPathMaxFanout=3
export IMPL_slew_viol_final=0
export IMPL_setup_violations=0
export IMPL_yosys_area_um2=791
export IMPL_drc=0
export IMPL_hold_viol=0
export IMPL_netlist_area_um2=791
export IMPL_grt_usage=0.0511
export IMPL_p_sw_w=0.0000348
export IMPL_cp_top_family="buffers and inverters"
export IMPL_synth_area_per_cell_um2=6.88
export IMPL_die_area_mm2=0.00865
export IMPL_area_growth_pct=45.1
export IMPL_firstDrtPassIters=4
export IMPL_antenna_found_initial=0
export IMPL_status="finished, final reports clean"
export IMPL_die_y_um=93
export IMPL_pin_count=30
export IMPL_via_per_inst=3.80
export IMPL_drt_iter0_markers=67
export IMPL_synthDistinctLibCells=34
export IMPL_ys_sh_xor=0.0665
export IMPL_first_global_vias=805
export IMPL_drive_above_1_share=0.0357
export IMPL_comb_power_share=1.000
export IMPL_worst_path_buf_inv=3
export IMPL_pwr_density_cell_mw_per_mm2=66.4
export IMPL_cts_setup_buffers=0
## metal layers
metal | global-route usage | part of all wire | up-vias
met2 | 0.0818 | 0.44 | 17
met4 | 0 | 0 | 0
met5 | 0 | 0 | -
li1 | - | - | 446
met1 | 0.0708 | 0.48 | 335
met3 | 0.0145 | 0.082 | 0
## power by group through the flow
stage | combinational [W] | clock [W] | sequential [W]
6_report | 0.0000761 | 0 | 0
4_1_cts | 0.0000774 | 0 | 0
5_1_grt | 0.0000876 | 0 | 0
## kinds of logic after synthesis
| kind of cell | Yosys count |
|---|---|
| compound gates | 39 |
| simple gates | 31 |
| buf+inv | 20 |
| fa+ha+maj | 18 |
| xor+xnor | 6 |
| mux | 1 |
## through the flow
step | power [W] | instances | worst slack [ns]
final | 0.0000761 | 210 | 1.59
after global routing | 0.0000876 | 210 | 1.31
after CTS | 0.0000774 | 210 | 1.54
after detailed placement | 0.0000769 | 210 | 1.57
after global placement | 0.0000766 | 210 | 1.55
after floorplan | 0.0000475 | 115 | 2.77
## cell usage in the layout (no fill, tap or decap), types with 2 or more instances in the layout
cell type / instances
o31ai_1: 2
clkdlybuf4s50_1: 30
nor3_1: 4
a221oi_2: 2
o21ai_1: 3
o21ai_0: 10
nand2_1: 9
nor2_1: 9
nor2b_1: 3
inv_1: 15
fa_1: 2
a21oi_1: 12
xnor2_1: 6
nand3_1: 2
ha_1: 16
## area by class of cell
cell class	instances	share of cell area
timing repair buffer	30	0.262
tap	70	0.0763
inverter	15	0.0491
multi-input combinational	95	0.613
## path summary, 6_finish.rpt
check	endpoint	slack, ns	start
setup / recovery	t[6]	1.59	a[0]
hold / removal	t[7]	3.68	a[7]
Power figures rest on the tool's default switching activity, not on a simulated workload.
