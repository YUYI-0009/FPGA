`flow/run.sh`:
```
#!/bin/bash
# OpenROAD 26Q1-2900-gdf79404cd8, Yosys 0.63+post, stock flow scripts
make -C /OpenROAD-flow-scripts/flow DESIGN_CONFIG=/design/flow/config.mk WORK_HOME=/design/flow/orfs finish
```
`flow/config.mk`:
```
export PLATFORM = sky130hd
export DESIGN_NAME = reg_group
export DESIGN_NICKNAME = reg_group
export VERILOG_FILES = /design/flow/design.v
export SDC_FILE = /design/flow/constraint.sdc
export NUM_CORES = 4
export LEC_CHECK = 1
export CORE_UTILIZATION = 30
```
`flow/constraint.sdc`:
```
current_design reg_group

set clk_period 1.6
set clk_io_pct 0.2

create_clock -name clk0 -period $clk_period [get_ports {clk}]

set non_clock_inputs [all_inputs -no_clocks]
set_input_delay [expr $clk_period * $clk_io_pct] -clock clk0 $non_clock_inputs
set_output_delay [expr $clk_period * $clk_io_pct] -clock clk0 [all_outputs]
```
`flow/design.v`:
```
module reg_group(
input wire [1:0] sr,dr,
input wire clk,we,
input wire [7:0] i,
output reg [7:0] s,d
);
reg [7:0] R0=8'b00000001,R1=8'b00000000,R2=8'b00000000,R3=8'b00000111;
always @(sr,dr)
begin
if(sr==2'b00) s=R0;
else if(sr==2'b01) s=R1;
else if(sr==2'b10) s=R2;
else s=R3;
if(dr==2'b00) d=R0;
else if(dr==2'b01) d=R1;
else if(dr==2'b10) d=R2;
else d=R3;
end
always @(negedge clk)
begin 
if(we)
begin
if(dr==2'b00) R0<=i;
else if(dr==2'b10) R2<=i;
else if(dr==2'b01) R1<=i;
else R3<=i;
end
end
endmodule
```
==> run_results.csv <==
group,metric,value,unit
detailed_routing,via_count,1135,
min_path,hold_class,"input pin to flop",
grt,grt_pass1_vias,1261,
detailed_routing,ant_nets,0,
yosys,yosysWarningCount,1,
timing,rsz0062_at_grt,"yes",
clock_network,clock_sinks,32,
detailed_routing,first_iter_violations,43,
detailed_routing,top_layer_used,"met4",
setup_path,worstSetupEndpointType,"primary output",
detailed_routing,dr.pass1.iters,4,
floorplanning,core.rowCount,25,
yosys,netlist_area,1520,um^2
detailed_routing,antenna_cells,0,
clock_network,htree_num_levels,2,
setup_path,critical_path_required,1280,ps
layout,design_area,2430,um^2
timing,setup_tns,-18390,ps
placed_design,port_buffers,29,
detailed_routing,vias_per_cell,4.60,
setup_path,startpoint_type,"flop",
grt,grt_overflow,0,
timing,slew_headroom,83.8,%
yosys,synth.area.top_cells,"edfxtp_1 (63%), mux4_2 (12%), mux2i_1 (5.3%), nor3b_1 (4.4%), a211oi_1 (3.4%)",
placed_design,dpl_cell_area,2130,um^2
floorplanning,core_area,4820,um^2
yosys,syn_area_per_cell,17.1,um^2
floorplanning,fp_util,31.6,%
clock_network,numCtsBuffers,5,
detailed_routing,wirelength,3.67,mm
yosys,yosysTopAreaCellShare,63.1,%
flow_run,tool_warnings,63,
detailed_routing,dr_wl_met2,1.58,mm
setup_path,critPathMaxFanout,2,
timing,slew_viol_final,0,
detailed_routing,remaining_drc_errors,0,
yosys,synth_area_leader_cell,"edfxtp_1",
grt,grt_pass1_wl,5.62,mm
grt,grt_max_degree,11,
floorplanning,ios,30,
timing,final-setup-viol-count,48,
detailed_routing,wl_met1,1.53,mm
floorplanning,die_h,73.3,um
layout,final_util,50.5,%
flow_run,maxCapViolCount,0,
yosys,synthTopCellsByCount,"edfxtp_1 (32), nor3b_1 (9), mux2i_1 (8), mux4_2 (8)",
yosys,ys_async_sr_fraction,0,%
yosys,ys_seq_elements,32,
yosys,ys_area,1520,um^2
setup_path,worstSetupStartpoint,"R3[2]",
detailed_routing,routedWlPerCell,14.9,um
setup_path,arrival,2140,ps
clock_network,clk_pin_slew,50,ps
status,violations,"negative setup slack",
setup_path,critical_path_class,"flop to primary output",
yosys,synthCells,89,
clock_network,max-clock-path-buffers,2,
clock_network,clock-root-buffer,"clkbuf_8",
yosys,synth_cell_types,17,
detailed_routing,dr_wl_met3,493,um
floorplanning,die-area,5370,um^2
min_path,hp-start,"we",
yosys,ys_seq_share,63.1,%
clock_network,cts_tree,"built",
yosys,yosys_most_used_dff,"edfxtp_1",
placed_design,gp_congestion,0.811,
yosys,synth.most_common_cell,"edfxtp_1",
floorplanning,fp.dieW,73.3,um
timing,worst_slew_pin_slew,243,ps
placed_design,hpwl,2.42,mm
timing,worst_slack,-864,ps
layout,syn_to_final_growth,59.6,%
power_and_ir_drop,leakage,1.00,nW
power_and_ir_drop,p_per_area,911,nW/um^2
status,status,"finished with violations",
grt,antenna_found_initial,0,
grt,grt_usage,15.5,%
min_path,hold_path_depth,2,
timing,hold_viol_final,0,
yosys,edf_count,32,
yosys,synth_stat.cells,89,
power_and_ir_drop,ir_drop,0.473,mV
layout,layout-drive-gt1-share,47.2,%
registers in the layout (all words and copies together) (netlist names):
register and count:
R1 8, R0 8, R2 8, R3 8
metal layers:
metal  track usage (%)  vias to the layer above
li1                  -                      534
met1              20.3                      531
met2              19.0                       63
met3              13.2                        7
met4              5.88                        0
met5                 0                        -
placed cells by master (no fill, tap or decap):
master,netlist,routed
clkdlybuf4s50_1,0,10
nor3b_2,0,4
buf_8,0,1
and2_4,0,1
inv_8,0,1
nor4bb_4,0,1
clkbuf_8,0,5
mux2i_1,8,6
mux4_2,8,8
mux2i_2,0,2
inv_12,0,1
and3b_4,0,1
edfxtp_1,32,32
inv_1,4,35
nor2b_1,7,7
nor2_1,1,1
a211oi_2,0,4
buf_2,1,16
buf_12,0,2
a211oi_1,7,3
buf_4,2,19
buf_6,1,8
a221oi_2,0,1
clkinvlp_2,0,1
clkbuf_2,1,1
nor3b_4,0,4
nor3b_1,9,1
ha_4,0,4
final timing paths:
check / endpoint / slack (ps)
hold / removal: R0[6] / 1310
setup / recovery: s[2] / -860
critical path, stage by stage (launching register included):
cell,delay (ps)
edfxtp_1,390
mux4_2,480
buf_2,120
repair_timing:
item / 4_1_cts / 5_1_grt
hold buffers: 0 / 0
resized: 74 / 20
gates cloned: 0 / 0
setup endpoints to repair: 48 / 48
buffers inserted: 3 / 3
pin swaps: 17 / 14
report_power, final:
part           switching, mW  internal, mW  total [mW]
Sequential            0.0226         0.981        1.00
Combinational          0.132         0.209       0.341
Clock                  0.473         0.397       0.870
Total                  0.628          1.59        2.22
stage by stage:
stage / std cells / power, mW / worst slack (ps) / hold slack (ps)
after floorplan: 89 / 1.26 / -641 / 961
after global placement: 203 / 1.46 / -1170 / 1770
after detailed placement: 203 / 1.46 / -1190 / 1770
after CTS: 245 / 2.24 / -875 / 1400
after global routing: 247 / 2.39 / -922 / 1320
final: 247 / 2.22 / -864 / 1310
kinds of logic (layout without fill, tap and decap cells):
kind of cell / count (synthesis) / in the layout / share of synthesized area (%)
flops: 32 / 32 / 63.1
simple gates: 20 / 20 / 9.20
mux: 16 / 16 / 17.1
buf+inv: 9 / 100 / 3.36
compound gates: 8 / 8 / 4.02
fa+ha+maj: 4 / 4 / 3.28
layout make-up:
cell class	instances	area (um^2)
clock buffers	5	68.8
clock inverters	35	133
fillers	410	2380
inverters	3	31.3
multi-input cells	48	682
flip-flops and latches	32	961
well taps	67	83.8
repair buffers	57	473
Power figures rest on the tool's default switching activity, not on a simulated workload.
